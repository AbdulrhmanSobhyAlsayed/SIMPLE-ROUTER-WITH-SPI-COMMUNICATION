$ cat config.mk
export PLATFORM = sky130hd
export DESIGN_NAME = SpiSlave
export DESIGN_NICKNAME = SpiSlave
export VERILOG_FILES = /design/flow/design.v
export SDC_FILE = /design/flow/constraint.sdc
export NUM_CORES = 4
export LEC_CHECK = 1
export CORE_UTILIZATION = 30
$ cat constraint.sdc
current_design SpiSlave

set clk_period 3.0
set clk_io_pct 0.2

create_clock -name clk0 -period $clk_period [get_ports {sysClk}]

set non_clock_inputs [all_inputs -no_clocks]
set_input_delay [expr $clk_period * $clk_io_pct] -clock clk0 $non_clock_inputs
set_output_delay [expr $clk_period * $clk_io_pct] -clock clk0 [all_outputs]
$ cat design.v
`timescale 1ns / 1ps
module SpiSlave(
    input sysClk,    
    input usrReset,
    input  SCLK,     
    input  MOSI,     
    output MISO,    
    input  SS,      
    output           rxValid,   
	output reg [8:0] RX,        
	input [8:0]      TX);       
	reg [2:0] SCLKR;
	always @(posedge sysClk) 
	   SCLKR <= {SCLKR[1:0], SCLK};
	wire risingEdgeSCLK  = (SCLKR[2:1] == 2'b01);
	wire fallingEdgeSCLK = (SCLKR[2:1] == 2'b10);
	reg [2:0] SSR;  
    always @(posedge sysClk) 
       SSR <= { SSR[1:0], SS };
	wire risingEdgeSS  = (SSR[2:1] == 2'b01);
	wire fallingEdgeSS = (SSR[2:1] == 2'b10);
	wire activeSS      = ~SSR[1];   
	reg [1:0] MOSIR;  
	always @(posedge sysClk) 
	   MOSIR <= { MOSIR[0], MOSI };
	wire syncMOSI = MOSIR[1];      
    reg [3:0] byteCount;   
    reg MISOR = 1'bx;      
    reg [8:0] data;       
    reg rxAvail = 1'b0;   
   wire [8:0] nextRX = {data[7:0], syncMOSI};
	always @(posedge sysClk or posedge usrReset)
		if( usrReset )
			byteCount <= 4'd0;
		else  
		  if (activeSS)
            begin
			 if (fallingEdgeSS)   
				byteCount <= 4'd0;
			 if (risingEdgeSCLK)   
				byteCount <= byteCount + 4'd1;
            end
	always @(posedge sysClk or posedge usrReset)
        if(usrReset)
        begin
            RX <= 9'hxx;
		    rxAvail <= 1'b0;
		end
		else
		  if (activeSS)   
            begin
                if (fallingEdgeSS)   
                    rxAvail <= 1'b0;
				if (risingEdgeSCLK)   
					if (byteCount == 4'd8) 
				    begin
					   RX <= nextRX;
					   rxAvail <= 1'b1;
				    end
					else
					begin
					   data <= nextRX;
					   rxAvail <= 1'b0;
					end
	            if (fallingEdgeSCLK)   
				    if (byteCount == 4'b000)
					begin 
					   data <= TX;   
					   MISOR <= TX[8];  
				    end
				   else
					   MISOR <= data[8];  
            end			
    assign MISO = activeSS ? MISOR : 1'bz;   
	reg rxAvailFall;
	reg rxAvailFallDelay;
	always @(negedge sysClk) 
	   rxAvailFall <= rxAvail;
	always @(negedge sysClk) 
	   rxAvailFallDelay <= rxAvailFall;
	assign rxValid = rxAvailFall & ~rxAvailFallDelay;            
endmodule
$ cat run.sh
#!/bin/bash
# OpenROAD 26Q1-2900-gdf79404cd8, Yosys 0.63+post, stock flow scripts
make -C /OpenROAD-flow-scripts/flow DESIGN_CONFIG=/design/flow/config.mk WORK_HOME=/design/flow/orfs finish
==> impl_metrics.tcl <==
# implementation run metrics
set metrics [dict create \
    vias 970 \
    first_pass_iters 4 \
    cts_resized 4 \
    routabilityCongestion 0.758 \
    cts_setup_buffers 0 \
    setup_tns_ns 0 \
    grt_max_degree 24 \
    ys_types 26 \
    combGateArea_um2 537 \
    ys_cells 116 \
    cts_made_buffers 5 \
    synth-xor-area-share 0 \
    antenna_found_initial 0 \
    logic_family "AND-OR/OR-AND gates" \
    yosys_warnings 2 \
    n_fill_cell 462 \
    startpoint_type "flip-flop" \
    post_drt_via_cell_ratio 4.64 \
    grt_pass1_vias 942 \
    total_power_mw 1.01 \
    core_um2 4750 \
    ctsHtreeMaxLevel 2 \
    path_max_fanout 2 \
    clk_pin_slew_worst_paths_ns 0.06 \
    power_leakage_nw 0.823 \
    insertion_delay_ns 0.33 \
    setup-violations-final 0 \
    ys_sh_mux 0.119 \
    postCtsHoldBufs 0 \
    vdd_drop_max_uv 238 \
    required_ns 2.40 \
    die_width_um 72.5 \
    cts.path.max_buffers 2 \
    crit_type "flip-flop to output pin" \
    die_height_um 72.5 \
    maxSlewHeadroom 0.503 \
    rsz0062_at_grt "false" \
    numSynthFlops 34 \
    ys_seq_frac 0.571 \
    maxCapViolations 0 \
    status "completed" \
    cts_root_buffer "clkbuf_8" \
    ys_area_um2 1490 \
    syn_area_um2 1490 \
    die-area_um2 5250 \
    grtUsageMet2 0.153 \
    n_antenna_cell 0 \
    cp.arrival_ns 2.34 \
    max_slew.worst_pin.slew_ns 0.743 \
    cts_tree "yes" \
    finalClockSkew_ns 0.0554 \
    syn_inst 116 \
    met1_usage 0.193 \
    boundaryPins 25 \
    area_growth_pct 25.3 \
    warnings 28 \
    hold_viol 0 \
    rows 25 \
    grt_busiest_layer "met1" \
    power_density_nw_per_um2 540 \
    track_usage 0.115 \
    initCoreUtil 0.313 \
    numPortBuffers 24 \
    adder_share 0.0168 \
    hp-class "flip-flop to flip-flop" \
    gr-total-overflow 0 \
    ant_nets 0 \
    ff_latch_area_um2 852 \
    drtIter0Drc 108 \
    use_met3 0.0239 \
    cp-end-kind "output pin" \
    compound_area_frac 0.172 \
    grt_pass1_wl_mm 4.62 \
    dp_hpwl_mm 1.74 \
    drc_errors 0 \
    avgSynthCellArea_um2 12.8 \
    drive_gt1_frac 0.148 \
    drt-wirelength-per-cell_um 12.9 \
    cts_sinks 34 \
    synth-simple-area-share 0.0521 \
    drt-total-wl_mm 2.71 \
    drv_slew 0 \
]
[worst paths after layout]
check                           cells after the start       end  slack [ns]    startpoint
worst min register to register                      0  SCLKR[1]        0.33      SCLKR[0]
min in group asynchronous                           2     RX[2]        0.75      usrReset
max in group asynchronous                           2   rxAvail        1.88      usrReset
worst min-delay path                                0  SCLKR[1]        0.33      SCLKR[0]
worst max register to register                      5     RX[6]        0.76  byteCount[0]
worst max-delay path                                2   rxValid        0.06   rxAvailFall
[synthesized netlist by cell type (all sizes together)]
| cell type | number | area, µm² |
|---|---|---|
| a2bb2oi | 9 | 78.8 |
| edfxtp | 10 | 300 |
| and3b | 1 | 10.0 |
| o32a | 9 | 90.1 |
| mux2i | 2 | 20.0 |
| nand2b | 2 | 12.5 |
| or3b | 2 | 17.5 |
| nand3 | 1 | 5.00 |
| nor2 | 4 | 15.0 |
| dfrtp | 14 | 350 |
| ha | 2 | 25.0 |
| a22o | 2 | 17.5 |
| a21o | 1 | 7.51 |
| dfxtp | 10 | 200 |
| nor3 | 1 | 5.00 |
| nor2b | 1 | 6.26 |
| o21ai | 9 | 45.0 |
| clkbuf | 5 | 18.8 |
| inv | 14 | 52.6 |
| mux2 | 11 | 158 |
| or2 | 1 | 6.26 |
| dlygate4sd1 | 1 | 8.76 |
| o2bb2ai | 2 | 17.5 |
| buf | 2 | 22.5 |
[worst max-delay path, stage by stage (launching register included)]
cell and delay (ns):
dfxtp_2 0.30, nor2b_1 0.11, buf_2 0.10
[sequential cells by signal, indices dropped and copies added, names as in the netlist]
| register | count |
|---|---|
| RX | 9 |
| data | 9 |
| rxAvail | 1 |
| rxAvailFall | 1 |
| rxAvailFallDelay | 1 |
| byteCount | 4 |
| MOSIR | 2 |
| SSR | 3 |
| SCLKR | 3 |
| MISOR | 1 |
[cells by family after synthesis]
logic type,after synthesis
AND/OR/NAND/NOR,13
AND-OR/OR-AND,32
adder cells (fa/ha/maj),2
buffers and inverters,22
flip-flops,34
multiplexers,13
[power breakdown]
group | switching [mW] | internal (mW) | leakage, nW | total, mW
logic | 0.0573 | 0.0661 | 0.388 | 0.123
clock network | 0.160 | 0.206 | 0.0644 | 0.366
registers | 0.0157 | 0.503 | 0.371 | 0.519
[metrics by stage]
stage	cell area (µm²)	hold slack (ns)	setup WS, ns	instances	util
finish	1870	0.327	0.0567	209	0.393
floorplan	1490	0.310	0.523	116	-
global route	1870	0.339	0.0197	209	0.393
global placement	1770	0.312	0.0318	200	0.373
detailed placement	1770	0.313	0.0329	200	0.373
CTS	1870	0.328	0.0463	209	0.393
[layout make-up]
cell class / instances / area share
timing repair buffer: 25 / 0.130
tap: 67 / 0.0449
clock buffer: 6 / 0.0389
inverter: 13 / 0.0261
sequential: 34 / 0.456
clock inverter: 4 / 0.0161
multi-input combinational: 60 / 0.288
[placed cells by master, fill, tap and decap left out, types with 2 or more instances in the layout]
master,synthesis,final
inv_1,14,15
clkdlybuf4s50_1,0,23
o32a_1,9,9
ha_1,2,2
mux2i_1,2,2
dfxtp_1,10,9
clkbuf_8,0,5
o2bb2ai_1,2,2
mux2_4,9,9
o21ai_0,9,9
dfrtp_1,14,14
a2bb2oi_1,9,9
edfxtp_1,10,10
a22o_1,2,2
or3b_1,2,2
nor2_1,4,4
nand2b_1,2,2
[metal layers]
metal | wire length (µm) | part of all wire
met1 | 1400 | 0.52
met2 | 1150 | 0.42
met3 | 97 | 0.036
met4 | 65 | 0.024
met5 | 0 | 0
Power is estimated from default activity; no workload was simulated.
