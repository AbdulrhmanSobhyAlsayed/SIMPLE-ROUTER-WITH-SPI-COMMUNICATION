**./run.sh**
```bash
#!/bin/bash
# OpenROAD 26Q1-2900-gdf79404cd8, Yosys 0.63+post, stock flow scripts
make -C /OpenROAD-flow-scripts/flow DESIGN_CONFIG=/design/flow/config.mk WORK_HOME=/design/flow/orfs finish
```
**./design.v**
```verilog
`timescale 1ns / 1ps
module counter#(parameter size = 25)(
    input clock,
    input reset,
    input enable,
    input clear,
    output reg [size-1:0] countOut
    );
    always@(posedge clock,posedge reset,posedge clear)
    begin 
    if (reset) countOut<=0;
    else if (clear)countOut<=0;
    else if (enable) countOut<= countOut+1;
    else countOut<=0;
    end
endmodule
`timescale 1ns / 1ps
module shiftRegister#(parameter size=25)(
    input clock,
    input reset,
    input enable,
    input clear,
    input bitIn,
    output reg[size-1:0] dataOut,
    output load
    );
    always@(posedge clock,posedge reset,posedge clear)
    begin
    if (reset) dataOut<=0;
    else if (clear) dataOut<=0;
    else if(enable) dataOut<= {dataOut[size-2:0],bitIn};
    else dataOut<=0;
    end
    wire [size:0]countOut;
    counter#(size+1) cou(.clock(clock),.reset(reset),.enable(enable),.clear(clear),.countOut(countOut));
    assign load = (countOut == (size));  
endmodule
`timescale 1ns / 1ps
module spi#(parameter size=25)(
    input clock,
    input reset,
    input clear,
    input masterClock,
    input bitInMaster,
    input selector,
    output loadFinish,
    output[size-1:0] dataOut
    );
    wire [1:0] clkOut;
    wire loadClk;
    shiftRegister#(2) clk(.clock(clock),.reset(reset),.clear(clear),.enable(selector),.bitIn(masterClock),.dataOut(clkOut),.load(loadClk));
    wire systemClock = clkOut[1];
    shiftRegister#(size)  da(.clock(systemClock),.reset(reset),.clear(clear),.enable(selector),.bitIn(bitInMaster),.dataOut(dataOut),.load(loadFinish));
endmodule
```
**./constraint.sdc**
```tcl
current_design spi

set clk_period 1.2
set clk_io_pct 0.2

create_clock -name clk0 -period $clk_period [get_ports {clock}]

set non_clock_inputs [all_inputs -no_clocks]
set_input_delay [expr $clk_period * $clk_io_pct] -clock clk0 $non_clock_inputs
set_output_delay [expr $clk_period * $clk_io_pct] -clock clk0 [all_outputs]
```
**./config.mk**
```make
export PLATFORM = sky130hd
export DESIGN_NAME = spi
export DESIGN_NICKNAME = spi
export VERILOG_FILES = /design/flow/design.v
export SDC_FILE = /design/flow/constraint.sdc
export NUM_CORES = 4
export LEC_CHECK = 1
export CORE_UTILIZATION = 40
```
==> flow_results.xml <==
<?xml version="1.0" encoding="UTF-8"?>
<metrics>
  <group name="worst_hold_path">
    <metric name="min_path_type" unit="">in -&gt; async</metric>
  </group>
  <group name="die">
    <metric name="coreArea" unit="sq um">5238</metric>
    <metric name="fp-row-count" unit="">26</metric>
    <metric name="die-height" unit="um">76.47</metric>
    <metric name="design.portCount" unit="">32</metric>
    <metric name="floorplan.initialDensity" unit="%">42.36</metric>
    <metric name="die.size.x" unit="um">76.47</metric>
    <metric name="chipArea" unit="sq um">5848</metric>
  </group>
  <group name="synthesis">
    <metric name="synth.yosys.warnings" unit="">4</metric>
    <metric name="top_cells_by_count" unit="">53 x dfrtp_1, 27 x and2_1, 16 x nor2_1</metric>
    <metric name="synth.yosys.chip_area" unit="sq um">2218</metric>
    <metric name="most_common_cell" unit="">dfrtp_1</metric>
    <metric name="ys_ff" unit="">53</metric>
    <metric name="post_synth_main_area_contributors" unit="">dfrtp_1 60%, and2_1 7.6%, xnor2_1 3.2%, nand3_1 2.7%, nor2_1 2.7%</metric>
    <metric name="synth-edff-count" unit="">0</metric>
    <metric name="synthFlopType" unit="">dfrtp_1</metric>
    <metric name="async_reset_ff_share" unit="%">100.0</metric>
    <metric name="post_synth_inst_count" unit="">203</metric>
    <metric name="synth_stat.cells" unit="">203</metric>
    <metric name="post_synth.cell_area_avg" unit="sq um">10.93</metric>
    <metric name="netlist_area" unit="sq um">2218</metric>
    <metric name="synth.largest_area_cell" unit="">dfrtp_1</metric>
    <metric name="synth_top_area_share" unit="%">59.79</metric>
    <metric name="netlist-cell-type-count" unit="">30</metric>
    <metric name="postSynthSeqShare" unit="%">59.79</metric>
  </group>
  <group name="critical_path">
    <metric name="cp_cell_sequence" unit="">clkdlybuf4s50_1, and2_1</metric>
    <metric name="critPathTopFamily" unit="">buffers and inverters</metric>
    <metric name="worst-endpoint-required" unit="ps">1290</metric>
    <metric name="timing.critical_path.slowest_stage_cell" unit="">clkdlybuf4s50_1</metric>
    <metric name="bufs_and_invs_on_worst_path" unit="">1</metric>
    <metric name="worstPathMaxFanout" unit="">1</metric>
    <metric name="worst_r2r_path_depth" unit="">1</metric>
    <metric name="worstSetupStartpoint" unit="">masterClock</metric>
    <metric name="regToRegSetupSlack" unit="ps">610</metric>
    <metric name="cp-start-kind" unit="">input pin</metric>
    <metric name="path_class" unit="">in -&gt; reg</metric>
    <metric name="slowest_delay" unit="ps">430</metric>
    <metric name="critical_path_arrival" unit="ps">840</metric>
    <metric name="rr_endpoint" unit="">clk.dataOut[1]</metric>
    <metric name="crit-reg2reg-launch" unit="">clk.dataOut[0]</metric>
    <metric name="worstSetupEndpointType" unit="">flip-flop</metric>
  </group>
  <group name="job">
    <metric name="cap_violations" unit="">0</metric>
    <metric name="number_of_openroad_warnings" unit="">26</metric>
  </group>
  <group name="power_and_ir_drop">
    <metric name="pwr-share-clk" unit="%">50.7</metric>
    <metric name="netSwitchingPower" unit="uW">139.2</metric>
    <metric name="ir_drop" unit="V">0.0003842</metric>
    <metric name="intPower" unit="uW">382.6</metric>
    <metric name="pwr-share-comb" unit="%">22.5</metric>
    <metric name="leakagePower" unit="uW">0.001133</metric>
    <metric name="power_density_normalized_to_cell_area" unit="nW/um^2">197.6</metric>
    <metric name="report.power.total" unit="uW">521.8</metric>
    <metric name="power.sequential.fraction" unit="%">26.9</metric>
    <metric name="power_switching_share" unit="%">26.68</metric>
  </group>
  <group name="grt">
    <metric name="first_global_vias" unit="">1513</metric>
    <metric name="number_of_antenna_violations_at_the_first_check_in_global_routing" unit="">0</metric>
    <metric name="grt-ovfl-total" unit="">0</metric>
    <metric name="grt.total_usage" unit="%">15.35</metric>
    <metric name="maximum_number_of_pins_on_one_net_before_global_route_repair" unit="">52</metric>
    <metric name="grt_pass1_wl" unit="um">7038</metric>
  </group>
  <group name="final_layout">
    <metric name="share_of_post_route_cells_with_drive_strength_above_1" unit="%">5.172</metric>
    <metric name="post-route-util" unit="%">50.43</metric>
    <metric name="syn2layout_area_growth" unit="%">19.06</metric>
  </group>
  <group name="route">
    <metric name="num_vias" unit="">1511</metric>
    <metric name="drt_first_pass_iters" unit="">4</metric>
    <metric name="vias_per_cell" unit="">5.003</metric>
    <metric name="drc" unit="">0</metric>
    <metric name="post_drt_wl_per_cell" unit="um">13.04</metric>
    <metric name="finalWirelength" unit="um">3939</metric>
    <metric name="ant_nets" unit="">0</metric>
    <metric name="antenna_cells_inserted" unit="">0</metric>
    <metric name="detail_route.iter0.violations" unit="">86</metric>
  </group>
  <group name="timing">
    <metric name="count_of_unclocked_register_or_latch_pins" unit="">51</metric>
    <metric name="hold_viol_final" unit="">0</metric>
    <metric name="final.min_clock_period" unit="ps">745.9</metric>
    <metric name="rsz0062_at_grt" unit="">no</metric>
    <metric name="tightest_slew" unit="ps">443.7</metric>
    <metric name="setup_viol_count_final" unit="">0</metric>
    <metric name="timing.slew.headroom" unit="%">70.38</metric>
    <metric name="setup_tns" unit="ps">0</metric>
    <metric name="fmax" unit="MHz">1341</metric>
    <metric name="worst_setup_skew_after_layout" unit="ps">4.658</metric>
    <metric name="unconstrained_endpoints" unit="">77</metric>
    <metric name="drv_slew" unit="">0</metric>
    <metric name="setup_slack" unit="ps">454.1</metric>
    <metric name="timing.final.crit_share" unit="%">62.16</metric>
  </group>
  <group name="cts">
    <metric name="ctsHtreeMaxLevel" unit="">1</metric>
    <metric name="path_clk_slew" unit="ps">30</metric>
    <metric name="number_of_gates_resized_after_cts" unit="">0</metric>
    <metric name="max-clock-path-buffers" unit="">2</metric>
    <metric name="clk-insertion-delay-late" unit="ps">210</metric>
    <metric name="clock-root-buffer" unit="">clkbuf_8</metric>
    <metric name="post-cts-setup-buffer-count" unit="">0</metric>
    <metric name="numCtsBuffers" unit="">3</metric>
    <metric name="clock_tree_from_tritoncts" unit="">yes</metric>
    <metric name="cts_hold_buffers" unit="">0</metric>
  </group>
  <group name="placement">
    <metric name="place.gp.congestion" unit="">0.8034</metric>
    <metric name="hpwl_dp" unit="um">2763</metric>
    <metric name="port_buffers" unit="">31</metric>
    <metric name="post_placement_worst_setup_slack" unit="ps">242.8</metric>
  </group>
  <group name="run_status">
    <metric name="status" unit="">finished clean</metric>
  </group>
</metrics>
[worst max path at each step]
stage,endpoint,slack (ps),depth (start not counted)
final,clk.dataOut[0],450,2
after global routing,clk.dataOut[0],430,2
after CTS,clk.dataOut[0],460,2
[routing by layer]
layer  vias up  wire [um]  track usage (%)
li1        762          -                -
met1       726       2020            25.36
met2        21       1770            23.51
met3         2        115            2.555
met4         0         34            1.154
met5         -          0                0
[cells by family after synthesis]
kind of cell / Yosys count / share of synthesized area (%)
xor gates and xnor gates: 12 / 4.738
DFF: 53 / 59.79
and+or+nand+nor: 100 / 25.61
adders and majority gates: 2 / 1.128
AOI/OAI and AO/OA: 22 / 5.188
buffers and inverters: 13 / 3.102
muxes: 1 / 0.4512
[cell usage in the layout, fill, tap and decap left out, types with 4 or more instances in the layout]
cell and count:
xor2_1 4, buf_4 4, nand3_1 12, or3_1 9, o21ai_0 9, nand4_1 6, a21oi_1 11, nor4_1 5
and2_1 27, xnor2_1 8, nand2_1 8, dfrtp_1 53, clkdlybuf4s50_1 31, nor2_1 15, nor3_1 5
[flip-flops by register name (all words and copies together) (netlist names)]
name             cells
da.dataOut          25
clk.dataOut          2
da.cou.countOut     26
[power groups by stage]
stage,clock [uW],combinational [uW],sequential [uW]
finish,264,117,140
CTS,271,124,140
global route,280,135,141
[metrics by stage]
stage	cell area, sq um	cells	hold slack (ps)
2_1_floorplan	2226	203	374.2
3_3_place_gp	2600	299	439.6
3_5_place_dp	2600	299	442.8
4_1_cts	2641	302	266.4
5_1_grt	2641	302	281.6
6_report	2641	302	267.2
[final cells by class]
| type | instances | area (sq um) |
|---|---|---|
| inverters | 4 | 15.01 |
| fillers | 471 | 2596 |
| flip-flops and latches | 53 | 1326 |
| repair buffers | 35 | 340.3 |
| multi-input cells | 137 | 830.8 |
| clock buffers | 3 | 41.29 |
| well taps | 70 | 87.58 |
Power is estimated from default activity; no workload was simulated.
